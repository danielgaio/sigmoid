**/design/flow/design.v**
```verilog
`timescale 1ns/1ps
module sigmoid (x, y);
	input wire signed [15:0] x;
	output reg signed [15:0] y;
	reg [15:0] x_mod;
	reg [15:0] x_mod_plus;
	always @ (*) begin
		if (x[15:12] == 4'b1111) begin
			x_mod <= ~x;
			x_mod_plus <= x_mod + 'b1;
		end else begin
			x_mod <= 16'b1111_111111111111;
			x_mod_plus <= 16'b1111_111111111111;
		end
	end
	always @ (*) begin
		if (x == 16'b0000_000000000000)												 
			y <= 16'b0000_100000000000;
		else if ((x > 16'b0000_000000000000) && (x <= 16'b0000_010000000000))		 
			y <= 16'b0000_100011111111;
		else if ((x > 16'b0000_010000000000) && (x <= 16'b0000_100000000000))		 
			y <= 16'b0000_100111110110;
		else if ((x > 16'b0000_100000000000) && (x <= 16'b0000_110000000000))		 
			y <= 16'b0000_101011011110;
		else if ((x > 16'b0000_110000000000) && (x <= 16'b0001_000000000000))		 
			y <= 16'b0000_101110110010;
		else if ((x > 16'b0001_000000000000) && (x <= 16'b0001_010000000000))		 
			y <= 16'b0000_110001110000;
		else if ((x > 16'b0001_010000000000) && (x <= 16'b0001_100000000000))		 
			y <= 16'b0000_110100010101;
		else if ((x > 16'b0001_100000000000) && (x <= 16'b0001_110000000000))		 
			y <= 16'b0000_110110100010;
		else if ((x > 16'b0001_110000000000) && (x <= 16'b0010_000000000000))		 
			y <= 16'b0000_111000011000;
		else if ((x > 16'b0010_000000000000) && (x <= 16'b0010_010000000000))		 
			y <= 16'b0000_111001111010;
		else if ((x > 16'b0010_010000000000) && (x <= 16'b0010_100000000000))		 
			y <= 16'b0000_111011001001;
		else if ((x > 16'b0010_100000000000) && (x <= 16'b0010_110000000000))		 
			y <= 16'b0000_111100001010;
		else if ((x > 16'b0010_110000000000) && (x <= 16'b0011_000000000000))		 
			y <= 16'b0000_111100111110;
		else if ((x > 16'b0011_000000000000) && (x <= 16'b0011_100000000000))		 
			y <= 16'b0000_111110001000;
		else if ((x > 16'b0011_100000000000) && (x <= 16'b0100_000000000000))		 
			y <= 16'b0000_111110110110;
		else if ((x > 16'b0100_000000000000) && (x <= 16'b0100_100000000000))		 
			y <= 16'b0000_111111010011;
		else if ((x > 16'b0100_100000000000) && (x <= 16'b0101_000000000000))		 
			y <= 16'b0000_111111100101;
		else if ((x > 16'b0101_000000000000) && (x <= 16'b0101_100000000000))		 
			y <= 16'b0000_111111101111;
		else if ((x > 16'b0101_100000000000) && (x <= 16'b0110_000000000000))		 
			y <= 16'b0000_111111110110;
		else if ((x > 16'b0110_000000000000) && (x <= 16'b0110_100000000000))		 
			y <= 16'b0000_111111111010;
		else if ((x > 16'b0110_100000000000) && (x <= 16'b0111_000000000000))		 
			y <= 16'b0000_111111111100;
		else if ((x > 16'b0111_000000000000) && (x <= 16'b0111_100000000000))		 
			y <= 16'b0000_111111111110;
		else if (x > 16'b0111_100000000000 && x < 16'b1000_000000000000)			 
			y <= 16'b0001_000000000000;
		else if ((x < 16'b1000_100000000000) && (x >= 16'b1000_000000000000))		 
			y <= 16'b0000_000000000001;
		else if ((x < 16'b1001_000000000000) && (x >= 16'b1000_100000000000))		 
			y <= 16'b0000_000000000010;
		else if ((x < 16'b1001_100000000000) && (x >= 16'b1001_000000000000))		 
			y <= 16'b0000_000000000100;
		else if ((x < 16'b1010_000000000000) && (x >= 16'b1001_100000000000))		 
			y <= 16'b0000_000000000110;
		else if ((x < 16'b1010_100000000000) && (x >= 16'b1010_000000000000))		 
			y <= 16'b0000_000000001010;
		else if ((x < 16'b1011_000000000000) && (x >= 16'b1010_100000000000))		 
			y <= 16'b0000_000000010001;
		else if ((x < 16'b1011_100000000000) && (x >= 16'b1011_000000000000))		 
			y <= 16'b0000_000000011011;
		else if ((x < 16'b1100_000000000000) && (x >= 16'b1011_100000000000))		 
			y <= 16'b0000_000000101101;
		else if ((x < 16'b1100_100000000000) && (x >= 16'b1100_000000000000))		 
			y <= 16'b0000_000001001010;
		else if ((x < 16'b1101_000000000000) && (x >= 16'b1100_100000000000))		 
			y <= 16'b0000_000001111000;
		else if ((x < 16'b1101_010000000000) && (x >= 16'b1101_000000000000))		 
			y <= 16'b0000_000011000010;
		else if ((x < 16'b1101_100000000000) && (x >= 16'b1101_010000000000))		 
			y <= 16'b0000_000011110110;
		else if ((x < 16'b1101_110000000000) && (x >= 16'b1101_100000000000))		 
			y <= 16'b0000_000100110111;
		else if ((x < 16'b1110_000000000000) && (x >= 16'b1101_110000000000))		 
			y <= 16'b0000_000110000111;
		else if ((x < 16'b1110_010000000000) && (x >= 16'b1110_000000000000))		 
			y <= 16'b0000_000111101000;
		else if ((x < 16'b1110_100000000000) && (x >= 16'b1110_010000000000))		 
			y <= 16'b0000_001001011110;
		else if ((x < 16'b1110_110000000000) && (x >= 16'b1110_100000000000))		 
			y <= 16'b0000_001011101011;
		else if ((x_mod_plus > 16'b0001_000000000000) && (x >= 16'b1110_110000000000))				 
			y <= 16'b0000_001110010000;
		else if ((x_mod_plus > 16'b0000_110000000000) && (x_mod_plus <= 16'b0001_000000000000))		 
			y <= 16'b0000_010001001110;
		else if ((x_mod_plus > 16'b0000_100000000000) && (x_mod_plus <= 16'b0000_110000000000))		 
			y <= 16'b0000_010100100010;
		else if ((x_mod_plus > 16'b0000_010000000000) && (x_mod_plus <= 16'b0000_100000000000))		 
			y <= 16'b0000_011000001010;
		else if ((x > 16'b0000_000000000000) && (x_mod_plus <= 16'b0000_010000000000))				 
			y <= 16'b0000_011100000001;
		else																						 
			y <= 16'b0000_000000000000;												
	end
endmodule
```
**/design/flow/run.sh**
```bash
#!/bin/bash
# OpenROAD 26Q1-2900-gdf79404cd8, Yosys 0.63+post, stock flow scripts
make -C /OpenROAD-flow-scripts/flow DESIGN_CONFIG=/design/flow/config.mk WORK_HOME=/design/flow/orfs finish
```
**/design/flow/config.mk**
```make
export PLATFORM = sky130hd
export DESIGN_NAME = sigmoid
export DESIGN_NICKNAME = sigmoid
export VERILOG_FILES = /design/flow/design.v
export SDC_FILE = /design/flow/constraint.sdc
export NUM_CORES = 4
export LEC_CHECK = 1
export CORE_AREA = 10 10 99 99
export DIE_AREA = 0 0 109 109
```
**/design/flow/constraint.sdc**
```tcl
current_design sigmoid

set clk_period 8.3
set clk_io_pct 0.2

create_clock -name clk0 -period $clk_period

set non_clock_inputs [all_inputs -no_clocks]
set_input_delay [expr $clk_period * $clk_io_pct] -clock clk0 $non_clock_inputs
set_output_delay [expr $clk_period * $clk_io_pct] -clock clk0 [all_outputs]
```
==> qor.txt <==
clock buffers = 0
row count = 32
Tot GR Track Use = 0.1024
Critical Path RT = 6.64 ns
CP max-delay cell = clkdlybuf4s50_1
die width = 109 um
CP delay by family, top = simple AND/OR/NAND/NOR gates
filler cell count = 848
Hold WS = 4.501 ns
Register Area = 0 um^2
logic area = 0.001420 mm^2
I/O pin cnt = 32
top cells, area = nand2_1 7.4%, nand3_1 7.2%, a21oi_1 6.9%, nor2_1 6.7%, o21ai_0 5.6%
Final ANT Viol Nets = 0
critical path endpoint category = primary output
synth warn = 1
Worst Path Buf+Inv = 2
Post-CTS Setup Repair Bufs = 0
final worst path period share = 0.8906
post-layout min period = 7.392 ns
initial antenna violation count = 0
Area Growth Syn to Fin = 23.67%
buffers added on ports = 29
total number of vias = 2147
Hold Vio Cnt, Final = 0
Largest stage delay, worst path = 0.66 ns
most common cell in the netlist = nand2_1
FP Core Util = 0.1971
routed wire length = 6.032 mm
die height = 109 um
Final Util = 0.2437
Final Max Slew Viols = 0
most common library cells after synthesis = 30 x nand2_1, 27 x nor2_1, 22 x nand3_1, 21 x a21oi_1, 17 x o21ai_0
drt first-iter violations = 277
Routed wire per std cell = 16.13 um
Detail Placement HPWL = 4.680 mm
PD cells = 49.04 mW/mm^2
via count of the first global-routing pass = 2009
top-area cell type share of the netlist area = 0.07395
critical path startpoint category = input port
setup TNS = 0 ns
PnR Total Power = 0.00009235 W
vias per cell = 5.741
Setup violations, final = 0
Max-Cap Viols = 0
outcome = finished, final reports clean
share of cells above drive strength 1 = 0.06618
Max FO, Critical Path = 14
post-synthesis chip area from yosys = 0.001523 mm^2
CP cell instances = clkdlybuf4s50_1 -> and4_1 -> nand2_1 -> ha_1 -> nor4b_1 -> o211ai_1 -> a311oi_4 -> a21oi_1 -> o311ai_1 -> nand2_1 -> or4_1 -> clkdlybuf4s50_1
Peak VDD IR = 0.00002760 V
die area = 0.01188 mm^2
num sequential = 0
Pleak = 0.5887 nW
synth unique cells = 64
RSZ-0062 raised after global routing = false
HP Class = input port to primary output
DRC violations left = 0
largest net degree at the start of global routing = 35
yosys cell count = 258
worst setup path class = input port to primary output
relative slew slack = 0.4761
diode count = 0
RePlAce Congestion = 1.031
Post-Syn Area = 0.001523 mm^2
Critical Path AT = 5.73 ns
first-pass GRT wire length = 10.12 mm
Detailed Routing Iterations Pass 1 = 5
Post-CTS Hold Fix Bufs = 0
Cells after Synth = 258
core area = 0.007727 mm^2
GR Overflow Total = 0
syn_area_per_cell = 5.902 um^2
fmax = 135.3 MHz
register share after synthesis = 0
Log Warnings = 32
measured slew at the worst slew-check pin = 0.7830 ns
CTS resizes = 0
post-synth top area cell = nand2_1
per-layer routing:
metal / vias to the layer above / share of wire / track usage
met2: 148 / 0.44 / 0.1615
li1: 1023 / - / -
met3: 20 / 0.11 / 0.02270
met5: - / 0 / 0
met4: 0 / 0.033 / 0.03202
met1: 956 / 0.41 / 0.1359
cell usage in the layout, fill, tap and decap left out, drive strengths merged, types with 4 or more instances in the layout:
master / Yosys / final
o22ai: 4 / 4
o211ai: 5 / 5
and3: 5 / 5
o21ai: 19 / 19
a21oi: 21 / 21
nand3: 22 / 22
xnor2: 4 / 4
buf: 9 / 4
nand2b: 4 / 4
nor4: 5 / 5
nor3: 16 / 16
clkdlybuf4s50: 0 / 29
a31oi: 8 / 8
nor2b: 7 / 7
nor2: 27 / 27
nand2: 31 / 31
cell families after synthesis:
family                   Yosys count  share of synthesized area
adder cells (fa/ha/maj)            1                   0.008216
XOR/XNOR                           5                    0.02876
buffers and inverters             25                    0.07231
AND/OR/NAND/NOR                  138                     0.4848
other                              1                   0.002463
AND-OR/OR-AND                     88                     0.4035
where the power goes:
part / switching (W) / internal, W / total (W)
Combinational: 0.0000499 / 0.0000424 / 0.0000924
Sequential: 0 / 0 / 0
Clock: 0 / 0 / 0
final timing paths:
check                  from  endpoint  slack, ns  depth (start not counted)
worst max-delay path  x[15]      y[2]       0.91                         12
worst min-delay path  x[13]     y[12]       4.50                          5
final cells by class:
type / count / share of cell area
Tap cell: 102 / 0.06777
Timing Repair Buffer: 33 / 0.1701
Multi-Input combinational cell: 235 / 0.7542
Inverter: 4 / 0.007973
stage by stage:
step | instance area [um^2] | instances | worst slack, ns
final | 1883 | 374 | 0.9082
after global routing | 1883 | 374 | 0.6182
after CTS | 1883 | 374 | 0.9396
after detailed placement | 1883 | 374 | 0.9572
after global placement | 1883 | 374 | 1.087
after floorplan | 1530 | 260 | 2.444
Power and IR drop assume default switching activity.
